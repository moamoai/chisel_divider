File: flow/constraint.sdc
current_design DividerTop

set clk_period 15.3
set clk_io_pct 0.2

create_clock -name clk0 -period $clk_period [get_ports {clock}]

set non_clock_inputs [all_inputs -no_clocks]
set_input_delay [expr $clk_period * $clk_io_pct] -clock clk0 $non_clock_inputs
set_output_delay [expr $clk_period * $clk_io_pct] -clock clk0 [all_outputs]
File: flow/design.v
module Divider(
  input         clock,
  input         reset,
  input         io_valid,
  input  [15:0] io_dividend,
  input  [15:0] io_divisor,
  output [15:0] io_quotient,
  output [15:0] io_remainder
);
  reg [15:0] r_dividend;  
  reg [31:0] _RAND_0;
  reg [15:0] r_quotient;  
  reg [31:0] _RAND_1;
  wire  _T_1;  
  wire [15:0] _T_3;  
  wire [15:0] _T_5;  
  assign _T_1 = r_dividend >= io_divisor;  
  assign _T_3 = r_dividend - io_divisor;  
  assign _T_5 = r_quotient + 16'h1;  
  assign io_quotient = r_quotient;  
  assign io_remainder = r_dividend;  
  always @(posedge clock) begin
    if (reset) begin
      r_dividend <= 16'h0;
    end else if (io_valid) begin
      r_dividend <= io_dividend;
    end else if (_T_1) begin
      r_dividend <= _T_3;
    end
    if (reset) begin
      r_quotient <= 16'h0;
    end else if (io_valid) begin
      r_quotient <= 16'h0;
    end else if (_T_1) begin
      r_quotient <= _T_5;
    end
  end
endmodule
module DividerTop(
  input         clock,
  input         reset,
  input         io_valid,
  input  [15:0] io_dividend,
  input  [15:0] io_divisor,
  output [15:0] io_quotient,
  output [15:0] io_remainder
);
  wire  div_clock;  
  wire  div_reset;  
  wire  div_io_valid;  
  wire [15:0] div_io_dividend;  
  wire [15:0] div_io_divisor;  
  wire [15:0] div_io_quotient;  
  wire [15:0] div_io_remainder;  
  Divider div (  
    .clock(div_clock),
    .reset(div_reset),
    .io_valid(div_io_valid),
    .io_dividend(div_io_dividend),
    .io_divisor(div_io_divisor),
    .io_quotient(div_io_quotient),
    .io_remainder(div_io_remainder)
  );
  assign io_quotient = div_io_quotient;  
  assign io_remainder = div_io_remainder;  
  assign div_clock = clock;
  assign div_reset = reset;
  assign div_io_valid = io_valid;  
  assign div_io_dividend = io_dividend;  
  assign div_io_divisor = io_divisor;  
endmodule
File: flow/run.sh
#!/bin/bash
# OpenROAD 26Q1-2900-gdf79404cd8, Yosys 0.63+post, stock flow scripts
make -C /OpenROAD-flow-scripts/flow DESIGN_CONFIG=/design/flow/config.mk WORK_HOME=/design/flow/orfs finish
File: flow/config.mk
export PLATFORM = sky130hd
export DESIGN_NAME = DividerTop
export DESIGN_NICKNAME = DividerTop
export VERILOG_FILES = /design/flow/design.v
export SDC_FILE = /design/flow/constraint.sdc
export NUM_CORES = 4
export LEC_CHECK = 1
export CORE_UTILIZATION = 30
==> out/qor.yml <==
status: "finished clean"
number_of_sinks_on_the_clock_net: 32
global_route.overflow_total: 0
final-seq-area_um2: 640.6
portBuffers: 66
syn-cell-area_um2: 2459
critPathMaxFanout: 37
antenna_cells: 0
row_count: 32
period_needed_ns: 5.642
synth-edff-count: 0
cts_repair_resize_count: 0
setup_repair_bufs_after_cts: 0
ant_nets: 0
ys_cells: 322
wire_per_inst_um: 13.89
drt_first_pass_iters: 4
via_count_of_the_first_global_routing_pass: 2345
cts_inserted_buffers: 5
final_critical_path_share_of_the_clock_period: 0.3688
drive_above_1_share: 0.05236
finish.utilization: 0.4179
dieArea_um2: 8562
clockRootBuffer: "sky130_fd_sc_hd__clkbuf_8"
max_slew_margin: 0.5302
slew_worst_pin_ns: 0.7021
total_leakage_power_nw: 1.244
multiInputGateArea_um2: 1625
clock_skew_ns: 0.006756
ys_chip_area_um2: 2459
worst_setup_path_startpoint: "io_divisor[0]"
max_freq_mhz: 177.2
required_ns: 15.52
post-dp-hpwl_mm: 5.049
irDropWorstVdd_mv: 0.03519
top_area_cell: "sky130_fd_sc_hd__dfxtp_1"
cts_tree: "yes"
tool_warnings: 25
postCtsHoldBufs: 0
fp_util: 0.3149
regToRegStartpoint: "div.r_dividend[0]"
cp_common_cell: "sky130_fd_sc_hd__a21oi_1"
critical-path-slowest-cell: "sky130_fd_sc_hd__or4_1"
globalplace.congestion: 0.8678
path_clk_slew_ns: 0.08
clock_latency_ns: 0.29
timing.hold.ws_ns: 0.4879
grt_antenna_before_repair: 0
finalSetupViolCount: 0
cp_num_buf_inv: 2
grt.total_usage: 0.1651
first_pass_grt_wire_length_mm: 11.28
critical_path.cell_chain: "clkdlybuf4s50_1 > ha_1 > fa_1 > nand2b_1 > a21oi_1 > o211a_1 > a211oi_4 > buf_4 > or4_1 > a21oi_1"
filler_cell_count: 773
via_count: 2514
unrepaired_setup_endpoints_after_global_routing: "no"
cp_data_arrival_time_ns: 5.86
die_width_um: 92.53
synthToLayoutAreaGrowth_pct: 32.72
totalNegativeSetupSlack_ns: 0
final_design_area_no_fill_um2: 3263
routed_wirelength_mm: 6.722
synth.distinct_cells: 55
synth.cells.most_frequent: "sky130_fd_sc_hd__nand2_1 (38), sky130_fd_sc_hd__dfxtp_1 (32), sky130_fd_sc_hd__a21oi_1 (30)"
vias_per_cell: 5.194
timing_hold_violations_final: 0
setup.worst_path.start_class: "input port"
postSynthCellCount: 322
yosys_most_used_dff: "sky130_fd_sc_hd__dfxtp_1"
final-max-slew-violation-count: 0
ys.warnings.count: 1
crit_type: "input port to flop"
drtIter0Drc: 88
synth_sequential_area_ratio: 0.2606
maxCapViolCount: 0
io-pin-count: 67
critical_path.max_stage_delay_ns: 0.50
numSynthFlops: 32
clockBufferDepth: 2
cts.htree.levels: 2
core-area_um2: 7807
hold_start: "div.r_quotient[15]"
netlist.area_leader.share: 0.2606
topCellsByArea: "sky130_fd_sc_hd__dfxtp_1 (26%), sky130_fd_sc_hd__ha_1 (8.7%), sky130_fd_sc_hd__a21oi_1 (6.1%)"
drc_errors: 0
postSynth.asyncResetShare: 0
critical_path.endpoint_type: "flop"
pin_count_of_the_biggest_net_entering_global_routing: 38
most_common_cell: "sky130_fd_sc_hd__nand2_1"
postPlaceCellArea_um2: 3171
pwr_density_cell_nw_per_um2: 75.92
worst_path_dominant_cell_family: "AND-OR/OR-AND gates"
timing.hold.worst.class: "flop to flop"
syn_avg_cell_area_um2: 7.635
chipHeight_um: 92.53
cell type report:
class,count,area share
multi-input cells,247,0.4981
repair buffers,68,0.2071
flip-flops and latches,32,0.1963
well taps,102,0.03911
inverters,27,0.03106
clock buffers,5,0.02109
clock inverters,3,0.007285
metrics by stage:
| step | std cells | setup WS, ns | power, W |
|---|---|---|---|
| CTS | 484 | 9.692 | 0.0002502 |
| finish | 484 | 9.658 | 0.0002477 |
| floorplan | 322 | 10.20 | 0.0001512 |
| global placement | 476 | 9.466 | 0.0001795 |
| detailed placement | 476 | 9.403 | 0.0001796 |
| global route | 484 | 9.469 | 0.0002640 |
routing by layer:
| layer | vias up | global-route usage | wire, um |
|---|---|---|---|
| met5 | - | 0 | 0 |
| met4 | 0 | 0.01432 | 73 |
| met3 | 6 | 0.02089 | 234 |
| met2 | 44 | 0.2642 | 2917 |
| met1 | 1165 | 0.2500 | 3497 |
| li1 | 1299 | - | - |
power breakdown:
| group | internal, W | leakage, nW | switching [W] |
|---|---|---|---|
| combinational | 0.0000414 | 0.942 | 0.0000455 |
| clock | 0.0000322 | 0.0404 | 0.0000372 |
| sequential | 0.0000876 | 0.262 | 0.00000387 |
| total | 0.000161 | 1.24 | 0.0000866 |
flip-flops by register name, indices dropped and copies added (netlist names):
| signal | cells |
|---|---|
| div.r_dividend | 16 |
| div.r_quotient | 16 |
layout by cell type (no fill, tap or decap), types with 8 or more instances in the layout:
master,synthesis,routed
sky130_fd_sc_hd__ha_1,17,17
sky130_fd_sc_hd__clkdlybuf4s50_1,0,66
sky130_fd_sc_hd__or3_1,13,13
sky130_fd_sc_hd__inv_1,26,26
sky130_fd_sc_hd__a21oi_1,30,30
sky130_fd_sc_hd__nor2_1,23,23
sky130_fd_sc_hd__dfxtp_1,32,32
sky130_fd_sc_hd__nand3_1,10,10
sky130_fd_sc_hd__nand2_1,38,38
sky130_fd_sc_hd__o21ai_0,17,17
sky130_fd_sc_hd__a311oi_1,8,8
tightest hold or removal path, stage by stage, from the launching register on:
cell,delay [ns]
sky130_fd_sc_hd__dfxtp_1,0.33
sky130_fd_sc_hd__nand2_1,0.06
sky130_fd_sc_hd__mux2i_1,0.06
kinds of logic after synthesis:
group | synth area share
buffers and inverters | 0.07837
adder cells (fa/ha/maj) | 0.09466
multiplexers | 0.008651
AND/OR/NAND/NOR | 0.2275
AND-OR/OR-AND | 0.2982
XOR/XNOR | 0.03206
flip-flops | 0.2606
worst paths after layout:
path | to | slack (ns) | depth (start not counted)
worst max-delay path | div.r_quotient[10] | 9.66 | 10
worst min-delay path | div.r_quotient[15] | 0.49 | 2
worst max register to register | div.r_quotient[10] | 12.44 | 10
worst min register to register | div.r_quotient[15] | 0.49 | 2
Power is estimated from default activity; no workload was simulated.
